### ./config.mk
export PLATFORM = sky130hd
export DESIGN_NAME = top_design
export DESIGN_NICKNAME = top_design
export VERILOG_FILES = /design/flow/design.v
export SDC_FILE = /design/flow/constraint.sdc
export NUM_CORES = 4
export LEC_CHECK = 1
export CORE_UTILIZATION = 40
### ./constraint.sdc
current_design top_design

set clk_period 4.6
set clk_io_pct 0.2

create_clock -name clk0 -period $clk_period [get_ports {clk}]

set non_clock_inputs [all_inputs -no_clocks]
set_input_delay [expr $clk_period * $clk_io_pct] -clock clk0 $non_clock_inputs
set_output_delay [expr $clk_period * $clk_io_pct] -clock clk0 [all_outputs]
### ./design.v
module top_design (
	input clk,
	input rst_btn,
	output [4:0] led
);
	wire rst;
	assign rst = ~rst_btn;
	assign led[4:2] = 1'b000;
	pulse_led pulse_0 (
		.clk(clk),
		.rst(rst),
		.out(led[0])
	);
	pulse_led pulse_1 (
		.clk(clk),
		.rst(rst),
		.out(led[1])
	);
endmodule
module pulse_led (
	input clk,
	input rst,
	output reg out
);
	parameter RESOLUTION = 3*8;
	parameter CLOCK_WIDTH = 10;
	parameter [CLOCK_WIDTH:0] MAX_COUNT = 800;	
	parameter [CLOCK_WIDTH:0] MAX_BRIGHTNESS = 400;
	reg [13:0]duty_cyc_timer;
	reg div_clk;
	reg dimmer;
	reg [4:0] duty;
	reg [CLOCK_WIDTH:0] brightness; 
	reg [CLOCK_WIDTH:0] count;
	assign dimmer = 1'b1;
	always @ ( posedge clk or posedge rst ) begin
		if ( rst == 1'b1 ) begin
			count <= 0;
			out <= 0;
			duty <= 0;
			dimmer <= 1;
			duty_cyc_timer <= 0;
		end else begin
			if ( duty_cyc_timer == 14'd15000 )
			begin
				duty_cyc_timer <= 0;
				if ( brightness == MAX_BRIGHTNESS )
				begin
					dimmer <= ~dimmer;
					brightness <= 0;
				end else
				begin
					brightness <= brightness + 1;
				end
			end else
			begin
				duty_cyc_timer <= duty_cyc_timer + 1;
				if ( count == MAX_COUNT )
				begin
					count <= 0;
				end else
				begin
					if ( dimmer == 1'b1 )
					begin
						if ( count < brightness )
						begin
							out <= 1'b1;
						end else
						begin
							out <= 1'b0;
						end
					end else
					begin
						if ( count > brightness )
						begin
							out <= 1'b1;
						end else
						begin
							out <= 1'b0;
						end
					end
					count <= count + 1;
				end
			end
		end
	end
endmodule
### ./run.sh
#!/bin/bash
# OpenROAD 26Q1-2900-gdf79404cd8, Yosys 0.63+post, stock flow scripts
make -C /OpenROAD-flow-scripts/flow DESIGN_CONFIG=/design/flow/config.mk WORK_HOME=/design/flow/orfs finish
==> out/results.md <==
| Parameter | Reported |
| --- | --- |
| Setup repair bufs after CTS | 0 |
| Final Max Tran Viols | 0 |
| Routability congestion estimate | 0.8164 |
| Wire length of the first global-routing pass | 13730 um |
| Dominant flop cell | dfrtp_1 |
| WHS | 481.5 ps |
| Post-synthesis chip area from yosys | 4270 um^2 |
| Status | completed |
| Cell Area, Synth | 4270 um^2 |
| Achievable clock frequency | 0.3934 GHz |
| Gate Count Post-Synth | 427 |
| Core Footprint | 10320 um^2 |
| Startpoint-to-endpoint class of the critical path | reg -> reg |
| Clock tree from TritonCTS | yes |
| Later-pin clock latency in the skew report | 340 ps |
| Count of standard-cell rows | 37 |
| Endpoint kind of the worst setup timing path | flip-flop |
| Largest voltage drop on the vdd net | 152.9 uV |
| Sequential fraction of design power | 53.6% |
| Cell internal pwr | 0.001005 W |
| Die Span Y | 105.3 um |
| Crit path max-delay cell type | nor4_2 |
| Routed wl met2 | 3478 um |
| Count of hold buffers inserted by post-cts repair | 0 |
| Vias/cell | 5.190 |
| Highest routing layer actually used | met4 |
| Final number of setup-violating endpoints | 0 |
| Required time of the worst setup path | 4580 ps |
| Family of cells with the greatest summed delay on the critical path | simple AND/OR/NAND/NOR gates |
| Count of synthesis-stage warnings from yosys | 2 |
| Grt ovf | 0 |
| Register cell area after layout | 1962 um^2 |
| Area overhead of the layout relative to synthesis | 9.142% |
| Number of ports placed on the die boundary | 7 |
| Most common library cell in the layout ignoring fill and taps | dfrtp_1 |
| Number of detailed-routing iterations run before antenna repair | 4 |
| Filler cells | 941 |
| Number of diodes | 0 |
| Met1 Wirelength | 3885 um |
| Post-CTS sizing | 0 |
| Unrepaired setup endpoints after global routing | false |
| Total area of multi-input combinational cells | 2113 um^2 |
| Classification of the worst-slack hold path | reg -> reg |
| Clock-pin slew of the registers on the worst-case setup and hold paths | 70 ps |
| Detailed Route WL | 7744 um |
| Number of buffers added by the clock tree synthesis step | 9 |
| Combinational group share of total power | 0.8% |
| Clock root buffer | clkbuf_8 |
| Register share after synthesis | 45.94% |
| Actual slew at the worst max-slew pin | 719.0 ps |
| Endpoint arrival time on the critical path | 2520 ps |
| Longest Clk Path Bufs | 2 |
| Maximum Capacitance Violations | 0 |
| Die outline width | 105.3 um |
| Initial antenna violation count | 0 |
| Number of flops mapped to enable cells by yosys | 22 |
| Post-synthesis async set-or-reset flop share | 70.27% |
| Worst path max stage delay | 670 ps |
| Aggregate negative setup slack | 0 ps |
| Pin count of the biggest net entering global routing | 33 |
| H-tree depth | 3 |
| Cells in synth_stat.txt | 427 |
| Shortest clock period the worst path allows after layout | 2542 ps |
| TritonCTS sink count | 74 |
| Net switching power figure | 0.0002504 W |
| Initial cell density of the core | 41.36% |
| Met3 routed wirelength | 275 um |
| Floorplan die area | 11090 um^2 |
| Violation count after the first detailed-routing iteration | 138 |
| Total buffers and inverters traversed by the critical path | 2 |
| Detail Route Antenna Nets | 0 |
| Flops out of synthesis | 74 |
| Clock network fraction of design power | 45.6% |
| Count of final hold-check violations | 0 |
| Static Leak | 1.927 nW |
| Post-DR wirelength/cell | 13.40 um |
| Crit Path Max Fanout | 11 |
| Total number of vias | 3000 |
| Remaining routing DRC violations | 0 |
| Avg Inst Size Synth | 10.00 um^2 |
| Number of global-route vias before repair | 2903 |
| Launching element type of the critical path | flip-flop |
| Count of distinct cell types in the synthesized netlist | 53 |
| Overall routing resource usage | 15.59% |
| Critical path, cell by cell | inv_1, ha_1, nand4bb_1, nor4_2, buf_4, and2_1 |
| Top Layout Cells | 52 x dfrtp_1, 34 x inv_1, 33 x nand2_1, 32 x ha_1, 29 x xnor2_1 |
| Final worst path period share | 55.27% |
| Total power density per cell area | 269.4 nW/um^2 |
| Total tool warning count | 31 |
| Fraction of layout instances using a drive strength above 1 | 6.561% |
| Switching fraction of total power | 19.94% |
| Half-perimeter wire length after detailed placement | 5457 um |
| Tightest slew margin relative to the limit | 51.67% |
| Input/output buffers | 3 |
| Clock tree skew after final layout | 15.03 ps |
==> cells in the mapped netlist, types with 2 or more instances <==
library cell   n  area (um^2)
a21o_1         3        22.52
a21oi_1       17        85.08
and2_1         7        43.79
and3_1         7        43.79
and4_1         5        43.79
buf_4          6        45.04
buf_6          2        22.52
clkbuf_1       2        7.510
dfrtp_1       52         1301
edfxtp_1      22        660.6
ha_1          32        400.4
inv_1         34        127.6
nand2_1       33        123.9
nand2b_1       2        12.51
nand3_1       26        130.1
nand4_1       19        118.9
nand4bb_1      2        22.52
nor2_1        28        105.1
nor2b_1        4        25.02
nor3_1        11        55.05
nor4_1         6        37.54
nor4b_1        3        26.28
o21ai_0       19        95.09
o21ai_1        3        15.01
o21bai_1       2        15.01
or2_2          2        12.51
or3_1          7        43.79
or4_1          5        37.54
xnor2_1       29        254.0
xor2_1        14        122.6
==> final timing paths <==
kind | end | from | cells past startpoint | slack [ps]
max reg2reg | pulse_0.brightness[9] | pulse_0.duty_cyc_timer[0] | 6 | 2060
min | pulse_1.duty_cyc_timer[0] | pulse_1.duty_cyc_timer[0] | 1 | 480
max in group asynchronous | pulse_0.duty_cyc_timer[2] | rst_btn | 2 | 3220
min reg2reg | pulse_1.duty_cyc_timer[0] | pulse_1.duty_cyc_timer[0] | 1 | 480
max | pulse_0.brightness[9] | pulse_0.duty_cyc_timer[0] | 6 | 2060
min in group asynchronous | pulse_1.count[3] | rst_btn | 1 | 610
==> power groups by stage <==
| stage | Combinational (W) | Sequential [W] | Clock [W] |
|---|---|---|---|
| CTS | 0.0000106 | 0.000673 | 0.000592 |
| global route | 0.0000121 | 0.000673 | 0.000618 |
| finish | 0.00000968 | 0.000674 | 0.000572 |
==> worst register-to-register path: cells and delay by family (launching register included) <==
kind	cells	cell delay [ps]
simple gates	3	1280
buf+inv	2	350
flops	1	410
fa+ha+maj	1	140
==> final cells by class <==
class                   count  share of cell area, %
clock buffers              14                  4.161
clock inverters             2                 0.8322
inverters                  34                  2.738
multi-input cells         311                  45.34
flip-flops and latches     74                  42.09
well taps                 136                  3.651
repair buffers              7                  1.181
==> flip-flops by register name, summed over array words and instances, names as in the netlist <==
| signal | cells |
|---|---|
| pulse_0.duty_cyc_timer | 14 |
| pulse_1.duty_cyc_timer | 14 |
| pulse_0.brightness | 11 |
| pulse_0.count | 11 |
| pulse_1.brightness | 11 |
| pulse_1.count | 11 |
| pulse_0.out | 1 |
| pulse_1.out | 1 |
==> stage by stage <==
stage / total power (W) / cell area, um^2 / cells / setup slack, ps / util, %
after floorplan: 0.0006891 / 4278 / 429 / 2418 / -
after global placement: 0.0006978 / 4428 / 562 / 2098 / 42.89
after detailed placement: 0.0006977 / 4428 / 562 / 2045 / 42.89
after CTS: 0.001276 / 4661 / 578 / 2046 / 45.15
after global routing: 0.001303 / 4661 / 578 / 1846 / 45.15
final: 0.001256 / 4661 / 578 / 2058 / 45.15
==> layer usage <==
| layer | vias to the layer above | GRT usage [%] |
|---|---|---|
| met3 | 10 | 2.650 |
| met4 | 0 | 2.113 |
| li1 | 1532 | - |
| met1 | 1415 | 24.37 |
| met2 | 43 | 24.20 |
| met5 | - | 0 |
==> kinds of logic (layout without fill, tap and decap cells) <==
| group | after synthesis | after routing | share of synthesized area [%] |
|---|---|---|---|
| buffers and inverters | 44 | 57 | 4.746 |
| XOR/XNOR | 43 | 43 | 8.819 |
| other | 1 | 3 | 0.08781 |
| flip-flops | 74 | 74 | 45.94 |
| multiplexers | 2 | 2 | 0.4981 |
| AND-OR/OR-AND | 53 | 53 | 7.179 |
| AND/OR/NAND/NOR | 178 | 178 | 23.35 |
| adder cells (fa/ha/maj) | 32 | 32 | 9.376 |
No activity file was given, so power comes from the tool's default toggle rates.
