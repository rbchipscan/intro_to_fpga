==> design/flow/design.v <==
module button_counter(
	input clk,	 
	output reg [4:0] led
);
	reg [23:0] timer;
	reg [2:0] timer2;
	always @ (posedge clk)
	begin
		timer <= timer + 1'b1;
		if ( timer == 24'd1000000 )
		begin
			led[timer2] <= led[timer2] ^ 1'b1; 
			timer2 <= timer2 + 1;
			timer <= 0;
			if ( timer2 == 3'd5 )
			begin
				timer2 <= 0;
			end
		end
	end
endmodule
==> design/flow/run.sh <==
#!/bin/bash
# OpenROAD 26Q1-2900-gdf79404cd8, Yosys 0.63+post, stock flow scripts
make -C /OpenROAD-flow-scripts/flow DESIGN_CONFIG=/design/flow/config.mk WORK_HOME=/design/flow/orfs finish
==> design/flow/config.mk <==
export PLATFORM = sky130hd
export DESIGN_NAME = button_counter
export DESIGN_NICKNAME = button_counter
export VERILOG_FILES = /design/flow/design.v
export SDC_FILE = /design/flow/constraint.sdc
export NUM_CORES = 4
export LEC_CHECK = 1
export CORE_AREA = 10 10 108 108
export DIE_AREA = 0 0 118 118
==> design/flow/constraint.sdc <==
current_design button_counter

set clk_period 5.0
set clk_io_pct 0.2

create_clock -name clk0 -period $clk_period [get_ports {clk}]

set non_clock_inputs [all_inputs -no_clocks]
set_input_delay [expr $clk_period * $clk_io_pct] -clock clk0 $non_clock_inputs
set_output_delay [expr $clk_period * $clk_io_pct] -clock clk0 [all_outputs]
==> summary.rpt <==
=====================================================================================
Status ................................................................. finished, final reports clean
Lkg Pwr ................................................................  0.000651 µW
Number of primary I/O pins .............................................            6
Total negative setup slack .............................................         0 ns
Cell resize tally after clock tree synthesis ...........................            0
Share of the cycle needed by the critical path after routing ...........        42.6%
Logic area .............................................................      825 µm²
Clock period minus worst slack .........................................      2.13 ns
Sequential cell area fraction in the yosys report ......................        45.6%
CP peak stage delay ....................................................      0.48 ns
Unrepaired setup endpoints after global routing ........................           no
Placer congestion estimate .............................................        0.839
Core box area ..........................................................     9280 µm²
Maximum vdd drop .......................................................    0.0976 mV
Area leader, netlist ...................................................      dfxtp_1
Antenna-violating nets left ............................................            0
Buffers on Ports .......................................................            5
Commonest non-fill, non-tap cell in the layout .........................      dfxtp_1
Number of buffers added to fix hold violations after cts ...............            0
Distinct cells, synth ..................................................           36
Number of DRC violations after detailed-routing iteration 0 ............           83
Cell family with the largest share of critical-path delay .............. buffers and inverters
Hold/Removal Path Class ................................................   reg -> reg
Number of placed instances with taps included ..........................          285
Chip Area ..............................................................    13900 µm²
Post-route cell area ...................................................     1890 µm²
Clock latency reported for the late side of the worst-skew pair ........      0.28 ns
TritonCTS clock tree ...................................................         done
Setup-failing EPs final ................................................            0
CP max stage cell ...................................................... clkdlybuf4s50_1
Kind of launch point of the worst setup path ...........................    flip-flop
Fill cell instance count of the final layout ...........................         1019
Cell total in the yosys stat output ....................................          154
Worst Clk Skew .........................................................   0.00755 ns
Die outline width ......................................................       118 µm
Area leader share ......................................................        30.4%
Share of final-layout standard cells stronger than drive strength 1 ....        11.6%
Clock buffer depth .....................................................            2
Antenna violations before repair .......................................            0
Instance tally after logic synthesis ...................................          154
Grt ovf ................................................................            0
Crit path kind .........................................................   reg -> out
PwrDens ................................................................   267 nW/µm²
Number of warnings in the stage logs ...................................           30
Core occupancy in the finished layout ..................................        20.3%
WL final ...............................................................      2650 µm
Post-DR wirelength/cell ................................................      9.03 µm
Instance area at placement .............................................     1780 µm²
Worst setup path startpoint ............................................       led[1]
Critical path, cell by cell ............................................ clkdlybuf4s50_1
Cts bufs inserted ......................................................            5
Number of standard-cell rows in the floorplan ..........................           35
First-pass GRT wire length .............................................      4840 µm
Total of flip-flops plus latches after synthesis .......................           32
Kind of capture point of the worst setup path .......................... primary output
CP Data Arrival Time ...................................................      1.13 ns
Max-cap violations .....................................................            0
Number of pins exceeding their max-slew limit in the final report ......            0
Antenna cell count .....................................................            0
Required time at the endpoint of the critical path .....................      4.00 ns
Clock root buffer master ...............................................     clkbuf_8
Number of hold violations in the final report ..........................            0
Register area ..........................................................      721 µm²
Post-Syn Area ..........................................................     1580 µm²
Chip area line of the yosys report .....................................     1580 µm²
Worst-margin pin slew ..................................................     0.668 ns
Crit path max fanout ...................................................            3
Vias per std cell ......................................................         3.77
Sinks on the clock net .................................................           32
Total power consumption of the routed design ...........................       504 µW
Mean instance size in the synthesized netlist ..........................     10.3 µm²
Hold Startpoint ........................................................    timer[23]
GRT Util Overall .......................................................        3.90%
First-pass DRT Iterations ..............................................            4
Setup fix buffers added after clock tree synthesis .....................            0
Number of global-route vias before repair ..............................         1096
Fin cells ..............................................................          293
DRC viols ..............................................................            0
Pin count of the biggest net entering global routing ...................           16
Vias after detailed routing ............................................         1104
Core utilization before placement ......................................        17.0%
Clock-pin slew of the registers on the worst-case setup and hold paths .      0.07 ns
Achievable frequency ...................................................      470 MHz
Beginning of the worst register-to-register path .......................    timer2[0]
Largest cells by area after synthesis .................................. dfxtp_1, edfxtp_1, xnor2_1
Buf+Inv Stages, Crit Path ..............................................            1
Synth warnings .........................................................            1
Height of the chip .....................................................       118 µm
Number of H-tree levels ................................................            2
Placed wire-length estimate ............................................      1850 µm
Area growth, synth to finish ...........................................        19.4%
Remaining max-slew budget at the tightest pin ..........................        55.4%
Most frequently placed logic cells in the final layout ................. dfxtp_1, nor2_1, xnor2_1, nand2_1, nand3_1
=====================================================================================
[cells in the mapped netlist, drive strengths merged]
master and n:
nor2 20, xnor2 16, ha 7, a22o 1, mux2i 2, xor2 4
and4 2, nand2 11, nor3 3, and3 4, edfxtp 8, dfxtp 24
a2111oi 1, inv 6, mux2 2, a21boi 3, o21ai 1, clkbuf 2
a311oi 1, buf 1, nand3 9, nor4 3, nor4b 3, a21oi 4
nor2b 2, a31oi 2, nand2b 3, nand4 7, a41o 2
[cells by family (layout without fill, tap and decap cells)]
logic type / Yosys count / count (layout) / share of synthesized area (%)
and+or+nand+nor: 67 / 67 / 25.3
DFF: 32 / 32 / 45.6
buffers and inverters: 9 / 19 / 2.22
adders and majority gates: 7 / 7 / 5.54
xor gates and xnor gates: 20 / 20 / 11.6
muxes: 4 / 4 / 2.69
AOI/OAI and AO/OA: 15 / 15 / 7.13
[cell type report]
class | instances | share of cell area (%)
Sequential cell | 32 | 38.2
Clock buffer | 6 | 3.85
Inverter | 6 | 1.19
Timing Repair Buffer | 5 | 2.65
Multi-Input combinational cell | 113 | 43.7
Tap cell | 129 | 8.55
Clock inverter | 2 | 1.86
[where the power goes]
group	internal, µW	leakage, µW	total (µW)	switching [µW]
combinational	0	0.000309	0.000309	0
sequential	264	0.000286	264	0
clock	148	0.0000552	240	92.5
total	411	0.000651	504	92.5
[metal layers]
metal  track usage, %  wire (µm)  vias to the layer above
met3             1.56        156                        8
met2             5.73       1030                       22
li1                 -          -                      566
met1             5.37       1420                      508
met4            0.618         46                        0
met5                0          0                        -
[worst paths after layout]
kind                                   to  slack, ns  depth (start not counted)
worst max-delay path               led[1]       2.87                          1
worst min-delay path            timer[23]       0.48                          1
worst max register to register     led[4]       2.99                          6
worst min register to register  timer[23]       0.48                          1
[through the flow]
| stage | worst slack, ns | hold WS (ns) |
|---|---|---|
| 2_1_floorplan | 3.06 | 0.435 |
| 3_3_place_gp | 3.02 | 0.455 |
| 3_5_place_dp | 2.99 | 0.456 |
| 4_1_cts | 2.85 | 0.474 |
| 5_1_grt | 2.80 | 0.491 |
| 6_report | 2.87 | 0.484 |
[sequential cells by signal, indices dropped and copies added (netlist names)]
signal	count
led	5
timer2	3
timer	24
Power and IR drop assume default switching activity.
