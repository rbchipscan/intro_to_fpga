==> design.v <==
module clock_divider (
	input clk,
	input rst,
	output reg out
);
	parameter COUNT_WIDTH = 24;
	parameter [COUNT_WIDTH:0] MAX_COUNT = 6000000-1;
	reg div_clk;
	reg [COUNT_WIDTH:0] count;
	always @ (posedge clk or posedge rst) begin
		if (rst == 1'b1) begin
			count <= 0;
			out <= 0;
		end else if (count == MAX_COUNT) begin
			count <= 0;
			out <= ~out;
		end else begin
			count <= count +1;
		end
	end
endmodule
==> run.sh <==
#!/bin/bash
# OpenROAD 26Q1-2900-gdf79404cd8, Yosys 0.63+post, stock flow scripts
make -C /OpenROAD-flow-scripts/flow DESIGN_CONFIG=/design/flow/config.mk WORK_HOME=/design/flow/orfs finish
==> config.mk <==
export PLATFORM = sky130hd
export DESIGN_NAME = clock_divider
export DESIGN_NICKNAME = clock_divider
export VERILOG_FILES = /design/flow/design.v
export SDC_FILE = /design/flow/constraint.sdc
export NUM_CORES = 4
export LEC_CHECK = 1
export CORE_AREA = 10 10 94 94
export DIE_AREA = 0 0 104 104
==> constraint.sdc <==
current_design clock_divider

set clk_period 3.9
set clk_io_pct 0.2

create_clock -name clk0 -period $clk_period [get_ports {clk}]

set non_clock_inputs [all_inputs -no_clocks]
set_input_delay [expr $clk_period * $clk_io_pct] -clock clk0 $non_clock_inputs
set_output_delay [expr $clk_period * $clk_io_pct] -clock clk0 [all_outputs]
==> flow_metrics.env <==
# physical design summary
export IMPL_die_h_um=104
export IMPL_ctsHoldBuffers=0
export IMPL_dp_slack_ns=1.86
export IMPL_finalWorstSetupSlack_ns=1.82
export IMPL_crit_path_top_delay_cell="nor3_2"
export IMPL_postCtsSetupRepairBufs=0
export IMPL_fin_total_pwr_w=0.000494
export IMPL_critPathRequiredTime_ns=4.02
export IMPL_crit_buf_inv=0
export IMPL_die_w_um=104
export IMPL_finalClockPeriodUsage=0.533
export IMPL_worstPathMaxFanout=12
export IMPL_path_clk_slew_ns=0.09
export IMPL_clk_latency_ns=0.27
export IMPL_slew_violations=0
export IMPL_p_per_area_mw_per_mm2=333
export IMPL_arrival_ns=2.20
export IMPL_lay_top_cells="dfrtp_1 (26), xnor2_1 (11), nand2_1 (10)"
export IMPL_critPathLaunchType="register"
export IMPL_min_period_ns=2.08
export IMPL_std_cell_rows=30
export IMPL_design_area_mm2=0.00149
export IMPL_core_region_area_mm2=0.00683
export IMPL_drt_initial_drc_count=54
export IMPL_wl_per_cell_um=10.4
export IMPL_ctsLongestPathBuffers=2
export IMPL_clock_sinks=26
export IMPL_synthArstFlopShare=1.00
export IMPL_place_area_mm2=0.00141
export IMPL_viasPerCell=3.91
export IMPL_cpPeakStageDelay_ns=0.69
export IMPL_final_common_cell="dfrtp_1"
export IMPL_hold_viol=0
export IMPL_path_cells="and4_1 -> nand2_1 -> nor3_2 -> xor2_1"
export IMPL_ys_ff=26
export IMPL_antenna_found_initial=0
export IMPL_diodes=0
export IMPL_hpwl_um=1560
export IMPL_place_congestion=0.834
export IMPL_n_fill_cell=744
export IMPL_dieArea_mm2=0.0108
export IMPL_dr_total_vias=857
export IMPL_port_buffer_count=2
export IMPL_worstSetupEndpointType="register"
export IMPL_hold_class="register to register"
export IMPL_max_slew_margin=0.485
export IMPL_outcome="finished clean"
export IMPL_seq_area_um2=651
export IMPL_top_layer="met3"
export IMPL_avgSynthCellArea_um2=10.7
export IMPL_peakVddDrop_v=0.000180
export IMPL_synth_main_ff_cell="dfrtp_1"
export IMPL_finalSetupTns_ns=0
export IMPL_crit_family="simple AND/OR/NAND/NOR gates"
export IMPL_wl_met1_um=1190
export IMPL_area_growth_synth_to_final_pct=14.2
export IMPL_wl_met3_um=71
export IMPL_grt_overflow=0
export IMPL_yosysChipArea_mm2=0.00130
export IMPL_clock_fmax_mhz=481
export IMPL_grt_pass1_wl_um=4060
export IMPL_critPathKind="register to register"
export IMPL_rsz0062_at_grt="false"
export IMPL_cts_resized=0
export IMPL_cts_max_level=1
export IMPL_ys_cells=121
export IMPL_pin_count=3
export IMPL_edf_count=0
export IMPL_comb_area_um2=601
export IMPL_drive_gt1_frac=0.0894
export IMPL_worstMarginPinSlew_ns=0.769
export IMPL_grt_pass1_vias=828
export IMPL_fp_util=0.190
export IMPL_yosys_warnings=1
export IMPL_grt_usage=0.0434
export IMPL_cts_buffers=3
export IMPL_wl_met2_um=1010
export IMPL_totalWireLength_um=2280
export IMPL_warnings=25
export IMPL_synthesis_instances=121
export IMPL_synth_seq_area_share=0.500
export IMPL_drt_pass1_iter_count=4
export IMPL_p_leak_nw=0.661
export IMPL_drtAntennaViolNets=0
export IMPL_ys_types=34
export IMPL_cap_violations=0
export IMPL_skew_ns=0.00752
export IMPL_cts_tree="done"
export IMPL_grt_max_degree=27
export IMPL_syn_area_mm2=0.00130
export IMPL_drc_errors=0
export IMPL_finalSetupViolCount=0
export IMPL_cts_root_buffer="clkbuf_8"
## layout make-up
class / instances / area share
clock buffers: 3 / 0.0278
multi-input cells: 86 / 0.404
clock inverters: 1 / 0.0202
flip-flops and latches: 26 / 0.438
repair buffers: 3 / 0.0185
inverters: 4 / 0.0101
well taps: 96 / 0.0809
## kinds of logic (layout without fill, tap and decap cells)
family          after synthesis  count (layout)  synth area share
compound gates               12              12            0.0626
xor+xnor                     18              18             0.121
fa+ha+maj                     1               1           0.00962
buf+inv                       9              11            0.0375
flops                        26              26             0.500
mux                           1               1           0.00770
simple gates                 54              54             0.261
## through the flow
stage	hold slack, ns	std cells	utilization
6_report	0.467	219	0.217
5_1_grt	0.494	219	0.217
4_1_cts	0.471	219	0.217
3_5_place_dp	0.458	215	0.207
3_3_place_gp	0.447	215	0.207
2_1_floorplan	0.420	121	-
## metal layers
metal | global-route usage | up-vias
met5 | 0 | -
met4 | 0.000994 | 0
met3 | 0.0100 | 0
met2 | 0.0649 | 8
met1 | 0.0657 | 417
li1 | - | 432
## cells in the mapped netlist (2+ instances only)
cell type | count | area share
nand3_1 | 6 | 0.023
nor4_1 | 2 | 0.0096
nand2_1 | 10 | 0.029
nand4_4 | 2 | 0.033
and4_1 | 3 | 0.020
buf_2 | 3 | 0.012
and2_1 | 3 | 0.014
nor3_1 | 2 | 0.0077
a21oi_1 | 2 | 0.0077
o31ai_1 | 3 | 0.017
nand4_1 | 4 | 0.019
xor2_1 | 7 | 0.047
nor2_1 | 9 | 0.026
o21ai_0 | 2 | 0.0077
inv_1 | 4 | 0.012
a31oi_1 | 2 | 0.0096
dfrtp_1 | 26 | 0.50
and3_1 | 5 | 0.024
xnor2_1 | 11 | 0.074
## where the power goes
| group | switching (W) | internal (W) |
|---|---|---|
| sequential | 0 | 0.000269 |
| clock | 0.0000808 | 0.000137 |
| combinational | 0.00000520 | 0.00000160 |
## path summary, 6_finish.rpt
kind                            startpoint        end  slack, ns  cells past startpoint
worst max-delay path              count[3]        out       1.82                      4
worst min-delay path              count[0]   count[0]       0.47                      1
worst max register to register    count[3]        out       1.82                      4
worst min register to register    count[0]   count[0]       0.47                      1
max in group asynchronous              rst   count[2]       2.79                      3
min in group asynchronous              rst  count[17]       0.85                      3
## flip-flops by register name, indices dropped and copies added (netlist names)
name / count
out: 1
count: 25
Power and IR drop assume default switching activity.
